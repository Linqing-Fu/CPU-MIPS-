===== flow/config.mk =====
export PLATFORM = sky130hd
export DESIGN_NAME = mips_cpu
export DESIGN_NICKNAME = mips_cpu
export VERILOG_FILES = /design/flow/design.v
export SDC_FILE = /design/flow/constraint.sdc
export NUM_CORES = 4
export LEC_CHECK = 1
export CORE_UTILIZATION = 50

===== flow/run.sh =====
#!/bin/bash
# OpenROAD 26Q1-2900-gdf79404cd8, Yosys 0.63+post, stock flow scripts
make -C /OpenROAD-flow-scripts/flow DESIGN_CONFIG=/design/flow/config.mk WORK_HOME=/design/flow/orfs finish

===== flow/constraint.sdc =====
current_design mips_cpu

set clk_period 22.9
set clk_io_pct 0.2

create_clock -name clk0 -period $clk_period [get_ports {clk}]

set non_clock_inputs [all_inputs -no_clocks]
set_input_delay [expr $clk_period * $clk_io_pct] -clock clk0 $non_clock_inputs
set_output_delay [expr $clk_period * $clk_io_pct] -clock clk0 [all_outputs]

===== flow/design.v =====
module alu(
	input [32 - 1:0] A,
	input [32 - 1:0] B,
	input [2:0] ALUop,
	output Overflow,
	output CarryOut,
	output Zero,
	output [32 - 1:0] Result
);
wire [32 - 1:0] Bin; 
wire [32 - 1:0] add; 
wire [32 - 1:0] cout; 
wire cin;
reg  [32 - 1:0] Result;
assign Bin=(ALUop[2]==1)?~B:B; 
assign cin=(ALUop[2]==1)?1:0; 
add32 a2(A,Bin,cin,cout[32 - 2],cout[32 - 1],add);
always@(*)
begin
    case(ALUop)
    3'b000:Result=A&B; 
    3'b001:Result=A|B;
    3'b010:Result=add; 
    3'b110:Result=add; 
    3'b111:Result=add[32 - 1]^Overflow; 
    default:Result=32'bx;
    endcase
end
assign Overflow = ((ALUop[1]==1)?cout[32 - 1]^cout[32 - 2]:0); 
assign Zero =(ALUop[1]==1)?((Result==32'b0)?1:0):0; 
assign CarryOut =(ALUop[1]==1)?cout[32-1]^cin:0; 
endmodule
module add4(  
    input [3:0] a,  
    input [3:0] b,  
    input cin, 
    output cout1, 
    output cout2, 
    output [3:0] result
    );  
wire [3:0] p;
wire [3:0] g;  
wire [3:0] c; 
assign c[0] =cin ;
assign p=a|b;
assign g=a&b;
assign c[1] =g[0]|(p[0]&c[0]) ;
assign c[2] =g[1]|(p[1]&(g[0]|(p[0]&c[0]))) ;
assign cout1 =g[2]|(p[2]&(g[1]|(p[1]&(g[0]|p[0]&c[0])))) ;
assign cout2 =g[3]|(p[3]&(g[2]|(p[2]&(g[1]|(p[1]&(g[0]|(p[0]&c[0]))))))); 
assign result=a+b+cin;
endmodule  
module add32
(  
    input [31:0] a,  
    input [31:0] b,  
    input cin,
    output cout1, 
    output cout2, 
    output [31:0] result
    );  
    wire [15:0] cout;
    add4 a3(a[3:0],b[3:0],cin,cout[0],cout[1],result[3:0]);
    add4 a4(a[7:4],b[7:4],cout[1],cout[2],cout[3],result[7:4]);
    add4 a5(a[11:8],b[11:8],cout[3],cout[4],cout[5],result[11:8]);
    add4 a6(a[15:12],b[15:12],cout[5],cout[6],cout[7],result[15:12]);
    add4 a7(a[19:16],b[19:16],cout[7],cout[8],cout[9],result[19:16]);
    add4 a8(a[23:20],b[23:20],cout[9],cout[10],cout[11],result[23:20]);
    add4 a9(a[27:24],b[27:24],cout[11],cout[12],cout[13],result[27:24]);
    add4 a10(a[31:28],b[31:28],cout[13],cout1,cout2,result[31:28]);
endmodule
module mips_cpu(
	input  rst,
	input  clk,
	output [31:0] PC,
	input  [31:0] Instruction,
	output [31:0] Address,
	output MemWrite,
	output [31:0] Write_data,
	input  [31:0] Read_data,
	output MemRead
);
reg [31:0] PC;
wire [31:0] sign_extend;
wire RegDst;
wire Branch;
wire MemtoReg;
wire [1:0] ALUOp;
wire ALUSrc;
wire RegWrite;
wire [4:0] write_reg;
wire [31:0] read_da1;
wire [31:0] read_da2;
wire [31:0] write_da;
wire [2:0] ALUctr;
wire [31:0] B;
wire Zero;
wire [31:0] alu_resl;
assign sign_extend={{16{Instruction[15]}},Instruction[15:0]}; 
assign Write_data=read_da2; 
assign Address =alu_resl ; 
always@(posedge clk)
begin
    if(rst) 
        PC<=32'b0;
    else
        PC<=((Branch==1&Zero==0)?PC+4+(sign_extend<<2):PC+4);
end
Control contrl1(
	.Opcode(Instruction[31:26]),
	.RegDst(RegDst),
	.Branch(Branch),
	.MemRead(MemRead),
	.MemtoReg(MemtoReg),
	.ALUOp(ALUOp),
	.MemWrite(MemWrite),
	.ALUSrc(ALUSrc),
	.RegWrite(RegWrite)
	);
ALUcontrol aluctrl(.ALUOp(ALUOp),.ALUctr(ALUctr));
assign write_reg =(RegDst==1)?Instruction[15:11]:Instruction[20:16] ;
assign write_da =(MemtoReg==0)?alu_resl:Read_data ;
reg_file reg1(
	.clk(clk),
	.rst(rst),
	.waddr(write_reg),
	.raddr1(Instruction[25:21]),
	.raddr2(Instruction[20:16]),
	.wen(RegWrite),
	.wdata(write_da),
	.rdata1(read_da1),
	.rdata2(read_da2)
);
assign B =(ALUSrc==0)?read_da2:sign_extend;
alu alu1(
	.A(read_da1),
	.B(B),
	.ALUop(ALUctr),
	.Zero(Zero),
	.Result(alu_resl)
);
endmodule
module Control(
	input [5:0] Opcode,
	output RegDst,
	output Branch,
	output MemRead,
	output MemtoReg,
	output [1:0] ALUOp,
	output MemWrite,
	output ALUSrc,
	output RegWrite
	);
	assign Branch =Opcode[0]&~Opcode[1]&Opcode[2]&~Opcode[3]&~Opcode[4]&~Opcode[5];
	assign MemRead =Opcode[0]&Opcode[1]&~Opcode[2]&~Opcode[3]&~Opcode[4]&Opcode[5];
	assign MemWrite =Opcode[0]&Opcode[1]&~Opcode[2]&Opcode[3]&~Opcode[4]&Opcode[5];
	assign ALUOp ={Opcode[0]&~Opcode[1]&~Opcode[2]&Opcode[3]&~Opcode[4]&~Opcode[5],Branch};
	assign RegWrite =MemRead|ALUOp[1];
	assign ALUSrc =RegWrite|MemWrite;
	assign MemtoReg =MemRead;
	assign RegDst =0;
endmodule
module ALUcontrol(
	input [1:0] ALUOp,
	output [2:0] ALUctr
	);
	assign ALUctr={(ALUOp[0]&~ALUOp[1]),1'b1,1'b0}; 
endmodule
module reg_file(
	input clk,
	input rst,
	input [5 - 1:0] waddr,
	input [5 - 1:0] raddr1,
	input [5 - 1:0] raddr2,
	input wen,
	input [32 - 1:0] wdata,
	output [32 - 1:0] rdata1,
	output [32 - 1:0] rdata2
);
reg [32 - 1:0] r [2**5- 1:0]; 
integer i;
always@(posedge clk) begin 
    if(rst)
        begin
        for(i=0;i<=2**5- 1;i=i+1) r[i]<=0; 
        end
    else 
    begin
    if(wen)
        begin
        if(waddr!=0)
        r[waddr]<=wdata;
        else
        r[waddr]<=0; 
        end
    end
end
assign rdata1=r[raddr1]; 
assign rdata2=r[raddr2];
endmodule

==> out/qor.tcl <==
set qor(port_buffers) 161
set qor(routed-via-count) 38533
set qor(worstRegToRegCells) 61
set qor(synth_area_leader_cell) {sky130_fd_sc_hd__edfxtp_1}
set qor(crit_family) {simple AND/OR/NAND/NOR gates}
set qor(synth_top_flop_cell) {sky130_fd_sc_hd__edfxtp_1}
set qor(route.detailed.wl_per_inst_um) 37.91
set qor(drt_pre_antenna_iters) 6
set qor(finClkSkew_ps) 43.36
set qor(post_synth_main_area_contributors) {sky130_fd_sc_hd__edfxtp_1 (54%), sky130_fd_sc_hd__mux4_2 (22%), sky130_fd_sc_hd__nor2_1 (7.1%)}
set qor(synth-warning-count) 3
set qor(hpwlAfterDp_um) 130400
set qor(enable_flop_cells) 1024
set qor(crit_buf_inv) 4
set qor(grt_max_degree) 96
set qor(global_route.overflow_total) 0
set qor(yosys_cells) 4051
set qor(drc_errors) 0
set qor(crit_path_end_kind) {output port}
set qor(final-instance-count-excl-fill) 5757
set qor(gp_routability_congestion) 1.007
set qor(ant_nets) 0
set qor(io_pins) 164
set qor(achievable-frequency_mhz) 48.68
set qor(yosys.cell_types.count) 74
set qor(setup_viol) 0
set qor(mappedNetlistArea_um2) 56610
set qor(fp_util_pct) 50.39
set qor(synth_seq_share_pct) 55.38
set qor(tritoncts) {done}
set qor(vias_in_the_first_global_route) 40640
set qor(synthArstFlopShare_pct) 0
set qor(fin_area_um2) 63990
set qor(die_width_um) 338.5
set qor(die-area_um2) 114600
set qor(r2r-start) {reg1.r[31][0]$_SDFFCE_PN0P_}
set qor(ys_chip_area_um2) 56610
set qor(placedCellCount) 5545
set qor(finalWorstSetupSlack_ps) 2359
set qor(drive_gt1_share_pct) 24.45
set qor(synth_flop_count) 1054
set qor(finalCritPeriodShare_pct) 89.70
set qor(count_of_cells_resized_by_post_cts_repair) 0
set qor(crit_arrival_ps) 15960
set qor(critPathRequiredTime_ps) 18320
set qor(path_clk_slew_ps) 60
set qor(placed_instance_area_um2) 60320
set qor(setup_repair_after_global_routing_missed_its_margin) {false}
set qor(peakVddDrop_uv) 68.84
set qor(cellPowerDensity_nw_per_um2) 83.66
set qor(fillCellCount) 8757
set qor(final.setup.tns_ps) 0
set qor(clock_path_buffers) 3
set qor(power.static_leakage_nw) 22.94
set qor(final_max_slew_viol_count) 0
set qor(startpoint_type) {primary input}
set qor(run_status) {finished clean}
set qor(starting_drt_drc_count) 2888
set qor(clock_sinks) 1054
set qor(hold_viol) 0
set qor(core_area_um2) 112300
set qor(cpMaxStageDelayCell) {sky130_fd_sc_hd__clkdlybuf4s50_1}
set qor(clkLatencyLatePin_ps) 730
set qor(grt_first_pass_wirelength_um) 304300
set qor(areaGrowthSynthToFinish_pct) 13.03
set qor(final_period_minus_worst_setup_slack_ps) 20540
set qor(cap_violations) 0
set qor(min_from) {PC[2]$_SDFF_PP0_}
set qor(holdPathStages) 3
set qor(report.power.total_w) 0.005353
set qor(warnings) 46
set qor(cts_made_buffers) 113
set qor(timing_worst_slew_pin_value_ps) 1122
set qor(crit_reg_reg_endpoint) {PC[29]$_SDFF_PP0_}
set qor(grt.total_usage_pct) 42.93
set qor(synthesis.area_per_instance_um2) 13.98
set qor(synth_top_area_share_pct) 54.32
set qor(critical-path-max-stage-delay_ps) 890
set qor(die_h_um) 338.5
set qor(reg2reg_setup_slack_ps) 11360
set qor(timing.max_slew.rel_slack_pct) 23.08
set qor(h_tree_level_count) 3
set qor(critPathKind) {in -> out}
set qor(worst_hold_path.endpoint) {PC[2]$_SDFF_PP0_}
set qor(critical_path.max_fanout) 14
set qor(route.final.wire_length_um) 218200
set qor(postSynthCellCount) 4051
set qor(via_per_inst) 6.693
set qor(core.rowCount) 123
set qor(ctsRootBufferMaster) {sky130_fd_sc_hd__clkbuf_16}
set qor(grt_antenna_before_repair) 10
set qor(post_cts_hold_buffer_count) 0
set qor(place_worst_setup_slack_ps) 2451
set qor(crit_path_frequent_cell) {sky130_fd_sc_hd__nor2_1}
set qor(post_cts_buffers) 0
set qor(worst_hold_path_class) {reg -> reg}
-- worst max-delay path by stage --
| stage | from | to | slack (ps) | cells past startpoint |
|---|---|---|---|---|
| after CTS | Instruction[20] | Address[31] | 2430 | 61 |
| after global routing | Instruction[20] | Address[31] | 1450 | 61 |
| final | Instruction[20] | Address[31] | 2360 | 61 |
-- per-layer routing --
metal  part of all wire [%]  track usage, %  wire length, um  vias up
li1                       -               -                -    15606
met2                     43           56.13            93520     3516
met5                   0.45           6.833              992        -
met3                     21           37.73            46650      760
met1                     29           49.17            62330    18610
met4                    6.8           20.58            14740       41
-- worst min-delay path, stage by stage (launching register included) --
cell and delay, ps:
sky130_fd_sc_hd__dfxtp_1 340, sky130_fd_sc_hd__inv_1 80, sky130_fd_sc_hd__mux2i_1 60, sky130_fd_sc_hd__nor2_1 70
-- report_power, final --
group          leakage [nW]  internal, W  switching, W
combinational          10.4     0.000427      0.000867
clock                  1.78      0.00106      0.000791
sequential             10.8      0.00218     0.0000327
-- cells by family after synthesis --
group,synth area share [%]
buffers and inverters,3.357
other,0.006624
xor gates and xnor gates,1.576
and+or+nand+nor,10.01
AOI/OAI and AO/OA,3.284
adders and majority gates,2.179
muxes,24.21
DFF,55.38
-- state kept, by name, indices dropped and copies added (netlist names) --
| register | cells |
|---|---|
| reg1.r | 1024 |
| PC | 30 |
-- cell usage after synthesis (all sizes together) (5+ instances only) --
cell / number
nand2: 184
a21o: 23
nor2: 1072
nor4: 34
nand3: 28
a211o: 5
edfxtp: 1024
nor3: 18
mux2i: 63
a22oi: 5
o21bai: 5
a21oi: 60
a221oi: 6
xnor2: 58
ha: 73
nand2b: 9
a31oi: 5
and3: 12
xor2: 43
buf: 109
or3: 5
o211ai: 9
dfxtp: 30
nand4: 7
clkbuf: 277
fa: 16
o22ai: 117
a211oi: 5
nor2b: 12
o21ai: 16
mux4: 565
inv: 70
and2: 10
mux2: 29
-- through the flow --
step | utilization (%) | hold slack (ps)
final | 56.96 | 584.2
after global routing | 56.95 | 643.6
after CTS | 56.95 | 592.2
after detailed placement | 53.69 | 582.0
after global placement | 53.69 | 564.5
after floorplan | - | 516.7
-- cells in the final DEF (no fill, tap or decap), types with 32 or more instances in the layout --
master | Yosys | routed
sky130_fd_sc_hd__clkinv_1 | 1 | 32
sky130_fd_sc_hd__inv_1 | 70 | 69
sky130_fd_sc_hd__o22ai_1 | 117 | 117
sky130_fd_sc_hd__mux2i_1 | 63 | 63
sky130_fd_sc_hd__ha_1 | 73 | 73
sky130_fd_sc_hd__buf_4 | 3 | 183
sky130_fd_sc_hd__conb_1 | 1 | 34
sky130_fd_sc_hd__clkdlybuf4s50_1 | 0 | 154
sky130_fd_sc_hd__nor2_1 | 1069 | 1069
sky130_fd_sc_hd__edfxtp_1 | 1024 | 1024
sky130_fd_sc_hd__a21oi_1 | 59 | 59
sky130_fd_sc_hd__xnor2_1 | 57 | 57
sky130_fd_sc_hd__mux4_2 | 559 | 559
sky130_fd_sc_hd__nand2_2 | 0 | 64
sky130_fd_sc_hd__clkbuf_16 | 0 | 116
sky130_fd_sc_hd__xor2_1 | 43 | 43
sky130_fd_sc_hd__nand2_1 | 184 | 118
-- layout make-up --
class	count	area [um^2]	area share, %
Antenna cell	4	10.01	0.01564
Clock buffer	139	2989	4.671
Clock inverter	69	665.6	1.040
Inverter	71	266.5	0.4165
Multi-Input combinational cell	2573	23760	37.13
Sequential cell	1054	31350	48.99
Tap cell	1500	1877	2.933
Timing Repair Buffer	347	3072	4.800
Power is estimated from default activity; no workload was simulated.
